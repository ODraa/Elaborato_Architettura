==> design.v <==
module MorraCinese (
    input clk,
    input wire INIZIO,
    input wire [1:0] PRIMO,
    input wire [1:0] SECONDO,
    output reg [1:0] MANCHE,
    output reg [1:0] PARTITA
);
    reg INIZIO_CONTO = 1'b0;
    reg INIZIO_SETUP = 1'b0;
    reg FINE_CONTO = 1'b0;
    reg [1:0] stato = 2'b00; 
    reg [1:0] stato_prossimo = 2'b00;
    reg [1:0] vincitore_manche_precedente;
    reg [1:0] mossa_vincitrice;
    reg [4:0] registro_pareggi;
    reg [4:0] manche_vinte_primo;
    reg [4:0] manche_vinte_secondo;
    reg [4:0] numero_manche;
    reg tempA = 1'b0;
    reg tempB = 1'b0;
    reg tempX = 1'b0;
    reg [1:0] tempC = 2'b00;
    reg [1:0] tempD = 2'b00;
    reg [1:0] tempE = 2'b00;
    reg [1:0] tempM = 2'b00;
    always @(clk) begin : UPDATE
        stato = stato_prossimo;
    end
    always @(stato, INIZIO, FINE_CONTO) begin : FSM
        case (stato)
            2'b00:
            if (INIZIO) begin
                INIZIO_CONTO = 1'b0;
                INIZIO_SETUP = 1'b1;
                stato_prossimo = 2'b01;
            end else begin
                INIZIO_CONTO = 1'b0;
                INIZIO_SETUP = 1'b0;
                stato_prossimo = 2'b00;
            end
            2'b01:
            if (~INIZIO && ~FINE_CONTO) begin
                INIZIO_CONTO = 1'b1;
                INIZIO_SETUP = 1'b0;
                stato_prossimo = 2'b10;
            end else if (~INIZIO && FINE_CONTO) begin
                INIZIO_CONTO = 1'b0;
                INIZIO_SETUP = 1'b0;
                stato_prossimo = 2'b00;
            end else begin
                INIZIO_CONTO = 1'b0;
                INIZIO_SETUP = 1'b1;
                stato_prossimo = 2'b01;
            end
            2'b10:
            if (~INIZIO && ~FINE_CONTO) begin
                INIZIO_CONTO = 1'b1;
                INIZIO_SETUP = 1'b0;
                stato_prossimo = 2'b10;
            end else if (INIZIO) begin
                INIZIO_CONTO = 1'b0;
                INIZIO_SETUP = 1'b1;
                stato_prossimo = 2'b01;
            end else begin
                INIZIO_CONTO = 1'b0;
                INIZIO_SETUP = 1'b0;
                stato_prossimo = 2'b00;
            end
        endcase
    end
    always @(posedge clk) begin : DATAPATH
        tempA <= 1'b0;
        tempB <= 1'b0;
        tempX <= 1'b0;
        tempC <= 2'b00;
        tempD <= 2'b00;
        tempE <= 2'b00;
        if (INIZIO_SETUP == 1) begin
            numero_manche = {SECONDO, PRIMO} + 5'b00100;
        end
        else begin
            numero_manche = numero_manche + 5'b00000;
        end
        case ({SECONDO, PRIMO})
                4'b0000: tempM = 2'b00;
                4'b0001: tempM = 2'b01;
                4'b0010: tempM = 2'b01;
                4'b0011: tempM = 2'b01;
                4'b0100: tempM = 2'b10;
                4'b0101: tempM = 2'b11;
                4'b0110: tempM = 2'b01;
                4'b0111: tempM = 2'b10;
                4'b1000: tempM = 2'b10;
                4'b1001: tempM = 2'b10;
                4'b1010: tempM = 2'b11;
                4'b1011: tempM = 2'b01;
                4'b1100: tempM = 2'b10;
                4'b1101: tempM = 2'b01;
                4'b1110: tempM = 2'b10;
                4'b1111: tempM = 2'b11;
        endcase
        if (vincitore_manche_precedente == 2'b01 && mossa_vincitrice == PRIMO || INIZIO_SETUP == 1) begin
            MANCHE = 2'b00;
        end
        else if (vincitore_manche_precedente == 2'b10 && mossa_vincitrice == SECONDO || INIZIO_SETUP == 1) begin
            MANCHE = 2'b00;
        end
        else begin
            MANCHE = tempM;
        end
        vincitore_manche_precedente = MANCHE;
        case (MANCHE)
            2'b00: mossa_vincitrice = 2'b00;
            2'b01: mossa_vincitrice = PRIMO;
            2'b10: mossa_vincitrice = SECONDO;
            2'b11: mossa_vincitrice = 2'b00;
        endcase
        if (INIZIO_CONTO) begin
            case (MANCHE)
                2'b01: manche_vinte_primo = manche_vinte_primo + 1;
                2'b10: manche_vinte_secondo = manche_vinte_secondo + 1;
                2'b11: registro_pareggi = registro_pareggi + 1;
            endcase
        end 
        else begin
            manche_vinte_primo = 5'b00000;
            manche_vinte_secondo = 5'b00000;
            registro_pareggi = 5'b00000;
        end
        if ((manche_vinte_primo + manche_vinte_secondo + registro_pareggi >= 5'b00100)) begin
            if (((manche_vinte_primo - manche_vinte_secondo) >= 5'b00010) && ((manche_vinte_primo - manche_vinte_secondo) < 5'b11100)) begin
                tempA = 1'b1;
            end
        end else begin
            tempA = 1'b0;
        end
        if ((manche_vinte_primo + manche_vinte_secondo + registro_pareggi >= 5'b00100)) begin
            if (((manche_vinte_secondo - manche_vinte_primo) >= 5'b00010) && ((manche_vinte_secondo - manche_vinte_primo) < 5'b11100)) begin
                tempB = 1'b1;
            end
        end else begin
            tempB = 1'b0;
        end
        if ((manche_vinte_primo + manche_vinte_secondo + registro_pareggi) == numero_manche) begin
            tempX = 1'b1;
        end else begin
            tempX = 1'b0;
        end
        if ((tempA == 1'b1) || (tempB == 1'b1) || (tempX == 1'b1)) begin
            FINE_CONTO = 1'b1;
        end else begin
            FINE_CONTO = 1'b0;
        end
        case (tempA)
            1'b0: tempC = 2'b11;
            1'b1: tempC = 2'b01;
        endcase
        case (tempB)
            1'b0: tempD = 2'b11;
            1'b1: tempD = 2'b10;
        endcase
        case (tempC)
            2'b00: tempE = 2'b00;
            2'b01: tempE = 2'b01;
            2'b10: tempE = tempD;
            2'b11: tempE = tempD;
        endcase
        if (((tempE == 2'b11) && (manche_vinte_primo - manche_vinte_secondo == 5'b00001)) || ((tempE == 2'b11) && (manche_vinte_secondo - manche_vinte_primo == 5'b00001))) begin
            if (MANCHE == 2'b11) begin
                if (FINE_CONTO == 1) begin
                    PARTITA = 2'b00;
                end else begin
                    PARTITA = 2'b00;
                end
            end else
            if (MANCHE == 2'b10) begin
                if (FINE_CONTO == 1) begin
                    PARTITA = 2'b10;
                end else begin
                    PARTITA = 2'b00;
                end
            end else
            if (MANCHE == 2'b01) begin
                if (FINE_CONTO == 1) begin
                    PARTITA = 2'b01;
                end else begin
                    PARTITA = 2'b00;
                end
            end else
            if (MANCHE == 2'b00) begin
                if (FINE_CONTO == 1) begin
                    PARTITA = 2'b00;
                end else begin
                    PARTITA = 2'b00;
                end
            end
        end
        else begin
            if (FINE_CONTO == 1'b1) begin
                PARTITA = tempE;
            end
            else begin
                PARTITA = 2'b00;
            end
            end
        end  
endmodule
==> run.sh <==
#!/bin/bash
# OpenROAD 26Q1-2900-gdf79404cd8, Yosys 0.63+post, stock flow scripts
make -C /OpenROAD-flow-scripts/flow DESIGN_CONFIG=/design/flow/config.mk WORK_HOME=/design/flow/orfs finish
==> config.mk <==
export PLATFORM = sky130hd
export DESIGN_NAME = MorraCinese
export DESIGN_NICKNAME = MorraCinese
export VERILOG_FILES = /design/flow/design.v
export SDC_FILE = /design/flow/constraint.sdc
export NUM_CORES = 4
export LEC_CHECK = 1
export CORE_UTILIZATION = 50
==> constraint.sdc <==
current_design MorraCinese

set clk_period 5.8
set clk_io_pct 0.2

create_clock -name clk0 -period $clk_period [get_ports {clk}]

set non_clock_inputs [all_inputs -no_clocks]
set_input_delay [expr $clk_period * $clk_io_pct] -clock clk0 $non_clock_inputs
set_output_delay [expr $clk_period * $clk_io_pct] -clock clk0 [all_outputs]
==> results.cfg <==
; synthesis and place-and-route metrics
[yosys]
yosys_most_used_dff = dfxtp_1
syn_area_per_cell_um2 = 9.69
ys_async_sr_fraction_pct = 0
ys_warn_count = 9
ys_types = 48
ys_area_mm2 = 0.00218
top_cell_area_share_pct = 24.8
top_area_cell = dfxtp_1
topCellsByArea = dfxtp_1 25%, ha_1 15%, fa_1 6.4%
syn_area_mm2 = 0.00218
edf_count = 2
ys_ff = 32
yosys_cells = 225
synth_cells = 225

[routing]
wirelength_um = 4360
drtIter0Drc = 26
via_per_inst = 5.08
wl_per_cell_um = 13.7
post-route-drc-count = 0
vias = 1617
antenna_left = 0
firstDrtPassIters = 4
antenna_cells = 0

[finish]
final_cells = 318
seqCellArea_um2 = 646
fillers = 320
final_area_mm2 = 0.00264
layout_top_cell = inv_1
drive_gt1_share_pct = 22.0
comb_area_mm2 = 0.00140
layout_top_cells = 32 x inv_1, 31 x buf_4, 27 x dfxtp_1, 27 x ha_1, 22 x nand2_1
syn_to_final_growth_pct = 21.2

[timing]
hold_viol = 0
tns_ns = 0
fin_crit_ns = 5.50
untimed_endpoints = 3
fmax_mhz = 182
tightestPinTransition_ns = 0.602
relSlewSlack_pct = 59.9
finalCritPeriodShare_pct = 94.8
slew_violations = 0
finalSetupViolations = 0
rsz0062_at_grt = yes
hold_ws_ns = 0.493
finClkSkew_ns = 0.00556
unclocked_pins = 3

[grt]
grt_pass1_vias = 1627
grt_pass1_wl_um = 7190
grt_max_degree = 18
grt_antenna_before_repair = 0
grt_usage_pct = 21.8
overflow = 0

[setup_path]
cp_cell_sequence = clkdlybuf4s50_1 -> inv_1 -> ha_1 -> mux4_2 -> nand2_1 -> inv_1 -> ha_1 -> buf_4 -> nand4_1 -> xor2_1 -> nor2b_1 -> inv_1 -> fa_1 -> inv_1 -> ha_1 -> a21oi_1 -> xnor2_1 -> xnor3_2 -> nand3_1 -> a21bo_2 -> nand3_1
worstPathRequired_ns = 5.80
cp_max_fo = 4
critPathMaxStageDelay_ns = 0.52
slowest_stage = fa_1
arrival_ns = 5.49
start_kind = input port
crit_type = in -> reg
end_kind = register
cp_common_cell = inv_1

[clock_tree]
numCtsBuffers = 5
cts_tree = yes
clk_path_buf_depth = 2
cts.htree.levels = 2
cts_root_buffer = clkbuf_8
clkLatencyLatePin_ns = 0.28
post-cts-setup-buffers = 0
clkTransAtPathRegs_ns = 0.06

[flow_run]
maxCapViolations = 0
warning_count = 39

[power]
power_density_mw_per_mm2 = 176
ir_drop_uv = 109
p_leak_nw = 1.30

[placement]
port_buffers = 9
gp_congestion = 0.885
place_area_mm2 = 0.00254
hpwl_um = 3420
place_inst = 310

[floorplan]
io_pins = 10
core_region_area_mm2 = 0.00409
rows = 23
fp_util_pct = 53.3
die_area_mm2 = 0.00463
die_h_um = 68.0
die_w_um = 68.0

[hold_path]
hold_path_class = reg -> reg

[run_status]
status = completed
==> Yosys cell counts, types with 2 or more instances <==
cell / n
a21o_1: 3
a21oi_1: 6
and2_1: 3
buf_2: 2
clkbuf_1: 2
dfxtp_1: 27
dlxtn_1: 3
edfxtp_1: 2
fa_1: 7
ha_1: 27
inv_1: 32
mux2_2: 7
mux2i_1: 2
nand2_1: 22
nand2b_1: 5
nand3_1: 5
nand4_1: 6
nor2_1: 3
nor2b_1: 3
nor3_1: 2
o211ai_1: 2
o21ai_0: 5
o31ai_1: 2
xnor2_1: 9
xor2_1: 15
==> routing by layer <==
metal	share of wire [%]	GRT usage, %	vias up
met5	0	0	-
met4	0.89	1.82	0
met3	3.9	4.56	7
met2	47	38.1	28
met1	48	29.5	753
li1	-	-	829
==> power breakdown <==
| part | internal [mW] | total, mW | switching [mW] |
|---|---|---|---|
| registers | 0.213 | 0.219 | 0.00632 |
| logic | 0.0461 | 0.0873 | 0.0412 |
| clock network | 0.0829 | 0.160 | 0.0767 |
| total | 0.342 | 0.466 | 0.124 |
==> stage by stage <==
step           setup WS [ns]  utilization [%]  total power, mW
3_5_place_dp          -0.152             62.1            0.309
6_report               0.302             64.6            0.466
4_1_cts                0.131             64.1            0.468
3_3_place_gp         -0.0832             62.1            0.306
2_1_floorplan          0.549                -            0.272
5_1_grt              -0.0217             64.6            0.490
==> critical path, delay by kind of cell <==
family	cells	cell delay, ns
and+or+nand+nor	5	0.60
xor gates and xnor gates	3	0.52
adders and majority gates	4	1.36
AOI/OAI and AO/OA	2	0.44
muxes	1	0.46
buffers and inverters	6	0.95
==> flip-flops by register name, summed over array words and instances (netlist names) <==
| register | flops |
|---|---|
| mossa_vincitrice | 2 |
| registro_pareggi | 5 |
| manche_vinte_secondo | 5 |
| tempB | 1 |
| tempA | 1 |
| INIZIO_CONTO | 1 |
| FINE_CONTO | 1 |
| manche_vinte_primo | 5 |
| PARTITA | 2 |
| numero_manche | 5 |
| vincitore_manche_precedente | 2 |
| stato_prossimo | 2 |
==> final cells by class <==
class	count	area share [%]
inverter	33	4.69
tap	50	2.37
timing repair buffer	40	12.2
sequential	32	24.4
multi-input combinational	155	53.2
clock buffer	6	2.75
clock inverter	2	0.379
==> repair_timing <==
item / CTS / global route
hold buffers: 0 / 0
resized: 0 / 3
setup endpoints to repair: 0 / 4
==> worst paths after layout <==
check,from,end,slack [ns],depth (start not counted)
setup / recovery,PRIMO[0],PARTITA[0]$_DFFE_PP_,0.30,21
hold / removal,numero_manche[0]$_DFF_P_,numero_manche[0]$_DFF_P_,0.49,1
setup reg to reg,mossa_vincitrice[0]$_DFF_P_,PARTITA[0]$_DFFE_PP_,1.39,21
hold reg to reg,numero_manche[0]$_DFF_P_,numero_manche[0]$_DFF_P_,0.49,1
==> kinds of logic (layout without fill, tap and decap cells) <==
kind of cell	Yosys count	in the layout	synth area share, %
flip-flops	29	29	27.6
XOR/XNOR	26	26	11.5
buffers and inverters	38	81	7.00
multiplexers	12	12	7.23
AND-OR/OR-AND	27	27	8.61
latches	3	3	2.07
AND/OR/NAND/NOR	56	56	14.1
adder cells (fa/ha/maj)	34	34	21.9
Power is estimated from default activity; no workload was simulated.
